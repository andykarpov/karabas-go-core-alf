### ./design.v
module pwm_adc(
    input wire clk,			 
    input wire sdin,			 
    output reg fb,			 
    output wire newsample,	 
    output reg [11:0]dout	 
);
reg [18:0]inte1=0;		 
reg [18:0]inte2=0;
reg [18:0]inte3=0;
reg [18:0]diff1=0;		 
reg [18:0]diff2=0;
reg [18:0]diff3=0;
wire [18:0]add1 = (~fb) + inte1;	 
wire [18:0]add2 = add1 + inte2;
wire [18:0]add3 = add2 + inte3;
wire [18:0]sub1 = add3 - diff1;		 
wire [18:0]sub2 = sub1 - diff2;
wire [18:0]sub3 = sub2 - diff3;
reg [5:0]deci=0;		 
assign newsample = &deci;	 
always @(negedge clk) begin
    fb <= ~sdin;		 
    deci <= deci + 1;	 
    inte1 <= add1;		 
    inte2 <= add2;
    inte3 <= add3;
    if (newsample) begin	 
	diff1 <= add3;	 
	diff2 <= sub1;
	diff3 <= sub2;
	dout <= sub3[18] ? 12'hfff : sub3[17:6];
    end
end
endmodule
### ./run.sh
#!/bin/bash
# OpenROAD 26Q1-2900-gdf79404cd8, Yosys 0.63+post, stock flow scripts
make -C /OpenROAD-flow-scripts/flow DESIGN_CONFIG=/design/flow/config.mk WORK_HOME=/design/flow/orfs finish
### ./config.mk
export PLATFORM = sky130hd
export DESIGN_NAME = pwm_adc
export DESIGN_NICKNAME = pwm_adc
export VERILOG_FILES = /design/flow/design.v
export SDC_FILE = /design/flow/constraint.sdc
export NUM_CORES = 4
export LEC_CHECK = 1
export CORE_UTILIZATION = 40
### ./constraint.sdc
current_design pwm_adc

set clk_period 19.7
set clk_io_pct 0.2

create_clock -name clk0 -period $clk_period [get_ports {clk}]

set non_clock_inputs [all_inputs -no_clocks]
set_input_delay [expr $clk_period * $clk_io_pct] -clock clk0 $non_clock_inputs
set_output_delay [expr $clk_period * $clk_io_pct] -clock clk0 [all_outputs]
==> run notes <==
flow finished, numbers: startpoint type of the worst setup path=flip-flop, WP buf/inv=1, Initial DRT Pass Iterations=4, CTS tree=yes, outcome=finished, final reports clean, post-synth top area share=0.267, Max clock buf depth=2, Final HPWL DP=8.91 mm, critical path's largest stage delay=0.57 ns, All-Layer GR Usage=0.139, synthesized instance count=756, Synth cell types=64, top-level I/O count=16, Pre-Place Util=0.411, worst skew pair latency=0.45 ns, OpenROAD warnings=158, final hold violations=0, Hold Buf Count CTS=0, initial DRC count=233, # Cells Yosys=756, Critical Path AT=11.99 ns, die height=141 µm, Setup TNS Final=0 ns, EDFF count, synth=69, slowest CP cell=clkdlybuf4s50_1, vias in the first global route=5473, die footprint=20000 µm², sequential area share after synthesis=0.432, RSZ-0062 raised after global routing=false, leading area contributor after synthesis=edfxtp_1, Syn Area/Cell=10.3 µm², core area=18900 µm², Total Wirelength=12.6 mm, Placer Congestion=0.801, reg2reg start=fb, CTS sink count=133, root buf cell=clkbuf_16, relative slew slack=0.562, Async SR Flop Fraction=0, Yosys reg bits=133, antenna viol nets, final=0, yosys synthesis chip area=7770 µm², hold crit path type=reg -> reg, worst path cell trace=ha_1, and3_2, clkdlybuf4s50_1, Fill cells=1727, WHS=0.411 ns, port buffer count=15, max-slew violations=0, critical path type=reg -> out, layout cell share with drive strength beyond 1=0.0599, Final setup viols=0, Max Cap Violations=0, clk slew on worst S/H paths=0.03 ns, Critical Path RT=15.76 ns, Main synth FF type=edfxtp_1, Area growth, synth to finish=19.9%, crit-path max FO=21, Cell Rows=50, wire per inst=10.5 µm, critical path's top delay family=buffers and inverters, Ys Warns=1, post_cts resized=0, crit end category=primary output, remaining routing DRC violations=0, clock buffer count from CTS=17, CTS H-tree lvls=4, vias per cell=4.69, Die Span X=141 µm, first-pass GRT wire length=22.2 mm, hold_sp=deci[0], largest net degree at the start of global routing=51, CP startpoint=deci[0], ANT cells=0, gr ovfl total=0, worst-margin pin slew=0.656 ns, initial antenna violation count=0, Via Count=5603, top post-synthesis cells by area=edfxtp_1 (27%), dfxtp_1 (16%), ha_1 (15%), post-CTS setup buffer count=0, Post-Syn Area=7770 µm², Clock Skew=0.0189 ns
[area by class of cell]
class	instances	area, µm²	area share
Sequential cell	133	3350	0.360
Timing Repair Buffer	16	158	0.0169
Clock inverter	148	648	0.0696
Tap cell	260	325	0.0349
Clock buffer	17	425	0.0457
Inverter	86	323	0.0347
Multi-Input combinational cell	535	4080	0.438
[cell usage in the layout (no fill, tap or decap), drive strengths merged, types with 10 or more instances in the layout]
| cell | synthesis | routed |
|---|---|---|
| inv | 87 | 227 |
| ha | 92 | 92 |
| edfxtp | 69 | 69 |
| dfxtp | 64 | 64 |
| xnor2 | 58 | 58 |
| a21oi | 51 | 51 |
| nand2 | 50 | 50 |
| nor2 | 44 | 44 |
| xor2 | 34 | 34 |
| o21ai | 31 | 31 |
| a21o | 17 | 17 |
| nor3 | 17 | 17 |
| clkbuf | 0 | 17 |
| or3 | 16 | 16 |
| clkdlybuf4s50 | 0 | 15 |
| o21a | 12 | 12 |
| nor2b | 10 | 10 |
[registers in the layout (all words and copies together) (netlist names)]
name / count
diff1: 19
diff2: 19
diff3: 19
inte1: 19
inte2: 19
inte3: 19
dout: 12
deci: 6
fb: 1
[kinds of logic (layout without fill, tap and decap cells)]
kind of cell	Yosys count	after routing	synth area share
adders and majority gates	96	96	0.158
DFF	133	133	0.432
buffers and inverters	88	267	0.0435
and+or+nand+nor	189	189	0.125
AOI/OAI and AO/OA	157	157	0.131
xor gates and xnor gates	93	93	0.110
[stage by stage]
step | utilization | area [µm²] | instances | setup slack, ns
after global placement | 0.436 | 8240 | 1031 | 4.22
final | 0.493 | 9310 | 1195 | 3.77
after CTS | 0.493 | 9310 | 1195 | 3.73
after global routing | 0.493 | 9310 | 1195 | 3.64
after floorplan | - | 7770 | 756 | 3.69
after detailed placement | 0.436 | 8240 | 1031 | 4.19
[path summary, 6_finish.rpt]
path / to / slack, ns / cells after the start
max reg2reg: dout[1] / 10.47 / 40
min: deci[0] / 0.41 / 1
min reg2reg: deci[0] / 0.41 / 1
max: newsample / 3.77 / 3
[worst register-to-register path: cells and delay by family (launching register included)]
family	cells	cell delay, ns
compound gates	14	2.81
simple gates	10	2.69
fa+ha+maj	7	1.72
xor+xnor	6	1.17
flops	1	0.31
buf+inv	3	0.26
[routing by layer]
| metal | vias to the layer above | global-route usage | part of all wire |
|---|---|---|---|
| met5 | - | 0 | 0 |
| met4 | 0 | 0.0589 | 0.0096 |
| li1 | 3025 | - | - |
| met2 | 79 | 0.181 | 0.42 |
| met3 | 12 | 0.0578 | 0.040 |
| met1 | 2487 | 0.209 | 0.53 |
[cells in the mapped netlist, drive strengths merged (10+ instances only)]
cell type	count
or3	16
xor2	34
xnor2	58
a21oi	51
nor2b	10
edfxtp	69
inv	87
nor3	17
ha	92
a21o	17
nand2	50
o21ai	31
o21a	12
dfxtp	64
nor2	44
