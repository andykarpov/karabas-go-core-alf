## /design/flow/design.v

```verilog
module hdmidataencoder 
#(parameter FREQ=27000000, FS=48000, CTS=27000, N=6144) 
(
   input wire         i_pixclk,
   input wire         i_hSync,
   input wire         i_vSync,
   input wire         i_blank,
   input wire i_audio_enable,
   input wire [15:0]   i_audioL,
   input wire [15:0]   i_audioR,   
   output wire [3:0]   o_d0,
   output wire [3:0]   o_d1,
   output wire [3:0]   o_d2,
   output wire        o_data
);
localparam [191:0] channelStatus = (FS == 48000)?192'hc202004004:(FS == 44100)?192'hc200004004:192'hc203004004;
localparam [55:0] audioRegenPacket = {N[7:0], N[15:8], 8'h00, CTS[7:0], CTS[15:8], 16'h0000};
reg [23:0] audioPacketHeader;
reg [55:0] audioSubPacket[3:0];
reg [7:0] channelStatusIdx;
reg [16:0] audioTimer;
reg [16:0] ctsTimer;
reg [1:0] samplesHead;
reg [3:0] dataChannel0;
reg [3:0] dataChannel1;
reg [3:0] dataChannel2;
reg [23:0] packetHeader;
reg [55:0] subpacket[3:0];
reg [7:0] bchHdr;
reg [7:0] bchCode [3:0];
reg [4:0] dataOffset;
reg tercData;
reg [15:0] audioRAvg;
reg [15:0] audioLAvg;
reg [15:0] counterX;
reg firstHSyncChange;
reg oddLine;
reg prevHSync;
reg prevBlank;
reg allowGeneration;
initial
begin
   audioPacketHeader<=0;
   audioSubPacket[0]<=0;
   audioSubPacket[1]<=0;
   audioSubPacket[2]<=0;
   audioSubPacket[3]<=0;
   channelStatusIdx<=0;
   audioTimer<=0;
   samplesHead<=0;
   ctsTimer = 0;
   dataChannel0<=0;
   dataChannel1<=0;
   dataChannel2<=0;
   packetHeader<=0;
   subpacket[0]<=0;
   subpacket[1]<=0;
   subpacket[2]<=0;
   subpacket[3]<=0;
   bchHdr<=0;
   bchCode[0]<=0;
   bchCode[1]<=0;
   bchCode[2]<=0;
   bchCode[3]<=0;
   dataOffset<=0;
   tercData<=0;
   oddLine<=0;
   counterX<=0;
   prevHSync = 0;
   prevBlank = 0;
   firstHSyncChange = 0;
   allowGeneration = 0;
   audioRAvg = 0;
   audioLAvg = 0;
end
function [7:0] ECCcode;  
   input [7:0] code;
   input bita;
   input passthroughData;
   begin
      ECCcode = (code<<1) ^ (((code[7]^bita) && passthroughData)?(1+(1<<6)+(1<<7)):0);
   end
endfunction
task ECCu;
   output outbit;
   inout [7:0] code;
   input bita;
   input passthroughData;
   begin
      outbit <= passthroughData?bita:code[7];
      code <= ECCcode(code, bita, passthroughData);
   end
endtask
task ECC2u;
   output outbita;
   output outbitb;
   inout [7:0] code;
   input bita;
   input bitb;
   input passthroughData;
   begin
      outbita <= passthroughData?bita:code[7];
      outbitb <= passthroughData?bitb:(code[6]^(((code[7]^bita) && passthroughData)?1'b1:1'b0));
      code <= ECCcode(ECCcode(code, bita, passthroughData), bitb, passthroughData);
   end
endtask
task SendPacket;
   inout [32:0] pckHeader;
   inout [55:0] pckData0;
   inout [55:0] pckData1;
   inout [55:0] pckData2;
   inout [55:0] pckData3;
   input firstPacket;
begin
   dataChannel0[0]<=i_hSync;
   dataChannel0[1]<=i_vSync;
   dataChannel0[3]<=(!firstPacket || dataOffset)?1'b1:1'b0;
   ECCu(dataChannel0[2], bchHdr, pckHeader[0], dataOffset<24?1'b1:1'b0);
   ECC2u(dataChannel1[0], dataChannel2[0], bchCode[0], pckData0[0], pckData0[1], dataOffset<28?1'b1:1'b0);
   ECC2u(dataChannel1[1], dataChannel2[1], bchCode[1], pckData1[0], pckData1[1], dataOffset<28?1'b1:1'b0);
   ECC2u(dataChannel1[2], dataChannel2[2], bchCode[2], pckData2[0], pckData2[1], dataOffset<28?1'b1:1'b0);
   ECC2u(dataChannel1[3], dataChannel2[3], bchCode[3], pckData3[0], pckData3[1], dataOffset<28?1'b1:1'b0);
   pckHeader<=pckHeader[23:1];
   pckData0<=pckData0[55:2];
   pckData1<=pckData1[55:2];
   pckData2<=pckData2[55:2];
   pckData3<=pckData3[55:2];
   dataOffset<=dataOffset+5'b1;
end
endtask
task InfoGen;
   inout [16:0] _timer;
begin
   if (_timer >= CTS) begin
      packetHeader<=24'h000001;   
      subpacket[0]<=audioRegenPacket;
      subpacket[1]<=audioRegenPacket;
      subpacket[2]<=audioRegenPacket;
      subpacket[3]<=audioRegenPacket;
      _timer <= _timer - CTS + 1;
   end else begin
      if (!oddLine) begin
         packetHeader<=24'h0D0282;   
         subpacket[0]<=56'h00000000191046;
         subpacket[1]<=56'h00000000000000;
      end else begin
         packetHeader<=24'h0A0184;   
         subpacket[0]<=56'h00000000001160;
         subpacket[1]<=56'h00000000000000;
      end
      subpacket[2]<=56'h00000000000000;
      subpacket[3]<=56'h00000000000000;
   end         
end
endtask
task AproximateAudio;
begin
   audioLAvg <= i_audioL;
   audioRAvg <= i_audioR;
end
endtask
task AudioGen;
begin
   if (!( allowGeneration && counterX >= 32 && counterX < 64)) begin
      if (audioTimer>=FREQ/1000) begin
         audioTimer<=audioTimer-FREQ/1000+FS/1000;
         audioPacketHeader<=audioPacketHeader|24'h000002|((channelStatusIdx==0?24'h100100:24'h000100)<<samplesHead);
         audioSubPacket[samplesHead]<=((audioLAvg<<8)|(audioRAvg<<32)
                        |((^audioLAvg)?56'h08000000000000:56'h0)   
                        |((^audioRAvg)?56'h80000000000000:56'h0))  
                        ^(channelStatus[channelStatusIdx]?56'hCC000000000000:56'h0);  
         if (channelStatusIdx<191)
            channelStatusIdx<=channelStatusIdx+8'd1;
         else
            channelStatusIdx<=0;
         samplesHead<=samplesHead+2'd1;
      end else begin
         audioTimer<=audioTimer+FS/1000;
         AproximateAudio();
      end
   end else begin
      audioTimer<=audioTimer+FS/1000;
      AproximateAudio();      
      samplesHead<=0;
   end
end
endtask
task SendPackets;
   inout dataEnable;
begin
   if (counterX<32) begin
      dataEnable<=1;
      SendPacket(packetHeader, subpacket[0], subpacket[1], subpacket[2], subpacket[3], 1);
   end else if (counterX<64)  begin
      SendPacket(audioPacketHeader, audioSubPacket[0], audioSubPacket[1], audioSubPacket[2], audioSubPacket[3], 0);
   end else begin
      dataEnable<=0;
   end
end
endtask
always @(posedge i_pixclk)
begin
   AudioGen();
   if(allowGeneration & i_audio_enable) begin
      SendPackets(tercData);
   end else begin
      tercData<=0;
   end   
   ctsTimer <= ctsTimer + 1;  
   if((prevBlank == 0) && (i_blank == 1)) 
      firstHSyncChange <= 1;
   if((prevBlank == 1) && (i_blank == 0)) 
      allowGeneration <= 0;
   if(prevHSync != i_hSync) begin
      if(firstHSyncChange) begin
         InfoGen(ctsTimer);
         oddLine <= ! oddLine;
         counterX  <= 0;
         allowGeneration <= 1;
      end else begin
         counterX  <= counterX + 1; 
      end
      firstHSyncChange <= !firstHSyncChange;
   end else 
      counterX  <= counterX + 1; 
   prevBlank <= i_blank;
   prevHSync <= i_hSync;
end
assign o_d0 = dataChannel0;
assign o_d1 = dataChannel1;
assign o_d2 = dataChannel2;
assign o_data = tercData;
endmodule
```

## /design/flow/run.sh

```bash
#!/bin/bash
# OpenROAD 26Q1-2900-gdf79404cd8, Yosys 0.63+post, stock flow scripts
make -C /OpenROAD-flow-scripts/flow DESIGN_CONFIG=/design/flow/config.mk WORK_HOME=/design/flow/orfs finish
```

## /design/flow/config.mk

```make
export PLATFORM = sky130hd
export DESIGN_NAME = hdmidataencoder
export DESIGN_NICKNAME = hdmidataencoder
export VERILOG_FILES = /design/flow/design.v
export SDC_FILE = /design/flow/constraint.sdc
export NUM_CORES = 4
export LEC_CHECK = 1
export CORE_AREA = 10 10 89 89
export DIE_AREA = 0 0 99 99
```

## /design/flow/constraint.sdc

```tcl
current_design hdmidataencoder

set clk_period 3.8
set clk_io_pct 0.2

create_clock -name clk0 -period $clk_period [get_ports {i_pixclk}]

set non_clock_inputs [all_inputs -no_clocks]
set_input_delay [expr $clk_period * $clk_io_pct] -clock clk0 $non_clock_inputs
set_output_delay [expr $clk_period * $clk_io_pct] -clock clk0 [all_outputs]
```

==> flow_metrics.tcl <==
# implementation run metrics
set metrics [dict create \
    status "finished, final reports clean" \
    num_io_pins 50 \
    wl_per_cell_um 9.194 \
    critPathRequiredTime_ps 3970 \
    diodes 0 \
    fin_cells 206 \
    synth_warnings 22 \
    ys_chip_area_mm2 0.001287 \
    clock_sinks 28 \
    gp_congestion 0.7504 \
    grt_pass1_vias 737 \
    die_area_mm2 0.009801 \
    layout_min_cycle_time_ps 2237 \
    fp_util_pct 21.49 \
    setup_viol 0 \
    critical-path-max-stage-delay_ps 590 \
    tool_warnings 58 \
    clockBufferDepth 2 \
    totalWireLength_um 1894 \
    end_kind "flip-flop" \
    yosys-stat-cells 123 \
    via_per_inst 3.777 \
    relSlewSlack_pct 55.99 \
    place_inst 202 \
    drc_errors 0 \
    rsz0062_at_grt "false" \
    cts-root-buf "clkbuf_8" \
    core-area_mm2 0.005991 \
    vias 778 \
    hold_viol_final 0 \
    cts_resized 0 \
    grt.overflow.total 0 \
    drive_above_1_share_pct 9.160 \
    postCtsSetupRepairBufs 0 \
    netlist_instances 123 \
    grt_max_degree 18 \
    fmax_mhz 447.0 \
    die_y_um 99 \
    setup_slack_ps 1563 \
    finalPower_mw 0.5923 \
    yosysUniqueCellTypes 27 \
    htreeDepth 1 \
    hpwl_um 1414 \
    cts_buffers 3 \
    avgSynthCellArea_um2 10.47 \
    drv_cap 0 \
    synth_flops 28 \
    drt_iter0_drc 30 \
    crit_fanout 17 \
    antenna_found_initial 0 \
    worst_slew_pin_slew_ps 660.1 \
    post-place-ws_ps 1254 \
    worstPathArrival_ps 2410 \
    cts_tree "yes" \
    cp_cell_sequence "clkdlybuf4s50_1 -> xor2_1 -> and2_1 -> inv_1 -> and2_1" \
    track_usage_pct 3.620 \
    peakVddDrop_v 0.0001629 \
    clock.latency.late_pin_ps 270 \
    critPathKind "in -> reg" \
    slew_viol_final 0 \
    portBuffers 7 \
    postRouteAntennaNets 0 \
    synthToLayoutAreaGrowth_pct 12.25 \
    rows 28 \
    fin_util_pct 24.12 \
    grt_pass1_wl_um 3167 \
    skew_ps 1.455 \
    start_kind "input pin" \
    path_clk_slew_ps 90 \
    min_path_type "reg -> reg" \
    p_leak_nw 0.5226 \
    critPathSlowestCell "and2_1" \
    setup-tns-final_ps 0 \
    power_density_mw_per_mm2 409.8 \
    cpMostUsedCell "and2_1" \
    die_w_um 99 \
    finalClockPeriodUsage_pct 58.87 \
    dr.pass1.iters 3 \
    yosys.stat.seqShare_pct 50.53 \
    synth_area_mm2 0.001287 \
    cts_hold_buf 0 \
]
==> through the flow <==
step,hold slack [ps],instance area (um^2)
2_1_floorplan,440.1,1321
3_3_place_gp,472.5,1400
3_5_place_dp,472.9,1400
4_1_cts,489.7,1445
5_1_grt,499.5,1445
6_report,485.4,1445
==> worst paths after layout <==
check	slack, ps	start	depth (start not counted)	endpoint
setup / recovery	1560	i_hSync	5	counterX[1]
hold / removal	490	allowGeneration	2	allowGeneration
setup reg to reg	2000	counterX[8]	3	dataChannel0[3]
hold reg to reg	490	allowGeneration	2	allowGeneration
==> layout make-up <==
class / count / area [um^2]
Clock buffer: 3 / 41.29
Clock inverter: 1 / 3.754
Fill cell: 613 / 4546
Inverter: 6 / 22.52
Multi-Input combinational cell: 86 / 563.0
Sequential cell: 28 / 650.6
Tap cell: 75 / 93.84
Timing Repair Buffer: 7 / 70.07
==> per-layer routing <==
metal / vias to the layer above / global-route usage [%] / share of wire [%] / routed length, um
li1: 412 / - / - / -
met1: 353 / 5.074 / 54 / 1018
met2: 11 / 5.661 / 43 / 820
met3: 2 / 0.5638 / 1.1 / 21
met4: 0 / 0.9923 / 1.8 / 34
met5: - / 0 / 0 / 0
==> cells by family (layout without fill, tap and decap cells) <==
logic type / count (synthesis) / in the layout / synth area share (%)
AND-OR/OR-AND: 4 / 4 / 2.235
XOR/XNOR: 17 / 17 / 11.56
adder cells (fa/ha/maj): 3 / 3 / 2.916
buffers and inverters: 18 / 17 / 8.357
flip-flops: 28 / 28 / 50.53
other: 1 / 10 / 0.2913
AND/OR/NAND/NOR: 52 / 52 / 24.10
==> sequential cells by signal, summed over array words and instances, names as in the netlist <==
register / cells
dataChannel0: 3
counterX: 16
allowGeneration: 1
prevBlank: 1
prevHSync: 1
firstHSyncChange: 1
dataOffset: 5
==> cell usage after synthesis <==
master,n,share of area (%)
edfxtp_1,9,21
nor4_1,2,0.97
and4_2,1,0.78
a211oi_1,1,0.58
conb_1,1,0.29
or3_1,1,0.49
dfxtp_1,19,30
nand4_4,2,3.3
nor2_2,2,0.97
ha_1,3,2.9
and3_2,1,0.58
nand2_1,6,1.7
o21ai_0,1,0.39
buf_2,2,0.78
a31o_1,1,0.68
nor3_1,3,1.2
nand3_1,9,3.5
inv_1,6,1.7
nand4_1,2,0.97
nor2_1,17,5.0
buf_4,10,5.8
nor4_2,3,2.9
or4b_1,1,0.78
and2_1,2,0.97
xor2_1,7,4.8
a21o_1,1,0.58
xnor2_1,10,6.8
==> power by group <==
| group | internal, mW | switching (mW) | leakage (nW) |
|---|---|---|---|
| Combinational | 0.0305 | 0.0314 | 0.262 |
| Sequential | 0.342 | 0.0291 | 0.238 |
| Clock | 0.0724 | 0.0865 | 0.0231 |
==> critical path, delay by kind of cell <==
kind	cells	cell delay [ps]
buffers and inverters	2	650
AND/OR/NAND/NOR	2	780
XOR/XNOR	1	220
==> placed cells by master (no fill, tap or decap) <==
master | Yosys | routed
dfxtp_1 | 19 | 19
nor2_1 | 17 | 17
xnor2_1 | 10 | 10
conb_1 | 1 | 10
nand3_1 | 9 | 9
edfxtp_1 | 9 | 9
xor2_1 | 7 | 7
clkdlybuf4s50_1 | 0 | 7
nand2_1 | 6 | 6
inv_1 | 6 | 6
nor4_2 | 3 | 3
nor3_1 | 3 | 3
ha_1 | 3 | 3
clkbuf_8 | 0 | 3
and2_1 | 2 | 2
nand4_4 | 2 | 2
nor2_2 | 2 | 2
nand4_1 | 2 | 2
nor4_1 | 2 | 2
and4_2 | 1 | 1
and3_2 | 1 | 1
or4b_1 | 1 | 1
or3_1 | 1 | 1
a211oi_1 | 1 | 1
a31o_1 | 1 | 1
a21o_1 | 1 | 1
o21ai_0 | 1 | 1
clkinv_1 | 0 | 1
Power and IR drop assume default switching activity.
