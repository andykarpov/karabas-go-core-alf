==> flow/design.v <==
module PCM5102(clk,reset,left,right,din,bck,lrck);
	input 			clk;			 
	input 			reset; 		 
	input [15:0]	left,right;	 
	output 			din;			 
	output 			bck;			 
	output 			lrck;			 
	parameter DAC_CLK_DIV_BITS = 1;  
	reg [DAC_CLK_DIV_BITS:0]	i2s_clk;
	always @(negedge clk) begin
		if (reset == 1'b1) 
			i2s_clk <= 0;
		else
			i2s_clk 	<= i2s_clk + 1;
	end
	wire ce = i2s_clk == 0;  
	reg [15:0] l2c, r2c;
	reg lrck, din, bck;
	always @(posedge clk) begin
		if (ce == 1'b0 && i2sword == 6'b111111) begin
			l2c <= left;
			r2c <= right;
		end
	end	
	reg [5:0]   i2sword = 0;		 
	always @(posedge clk) begin
		if (ce == 1'b1) begin
			lrck	 	<= i2sword[5];
			bck		<= i2sword[0];
			din 		<= lrck ? r2c[16 - i2sword[4:1]] : l2c[16 - i2sword[4:1]];	 
			i2sword	<= i2sword + 1;
		end
	end	
endmodule
==> flow/run.sh <==
#!/bin/bash
# OpenROAD 26Q1-2900-gdf79404cd8, Yosys 0.63+post, stock flow scripts
make -C /OpenROAD-flow-scripts/flow DESIGN_CONFIG=/design/flow/config.mk WORK_HOME=/design/flow/orfs finish
==> flow/config.mk <==
export PLATFORM = sky130hd
export DESIGN_NAME = PCM5102
export DESIGN_NICKNAME = PCM5102
export VERILOG_FILES = /design/flow/design.v
export SDC_FILE = /design/flow/constraint.sdc
export NUM_CORES = 4
export LEC_CHECK = 1
export CORE_UTILIZATION = 40
==> flow/constraint.sdc <==
current_design PCM5102

set clk_period 4.6
set clk_io_pct 0.2

create_clock -name clk0 -period $clk_period [get_ports {clk}]

set non_clock_inputs [all_inputs -no_clocks]
set_input_delay [expr $clk_period * $clk_io_pct] -clock clk0 $non_clock_inputs
set_output_delay [expr $clk_period * $clk_io_pct] -clock clk0 [all_outputs]
==> run summary <==
impl run done, here's what came out: status completed, core area a little over 0.004 mm², drt pass-1 iters 4, Synth async-reset ratio 0%, Remaining DRCs 0, vias in the first global route 897, dpl hpwl around 1.7 mm, Final Non-Filler Cells 190, Die Ht 68.8 µm, crit path kind reg -> reg, tool warnings 28, Worst R2R Setup Slack 0.52 ns, syn avg cell area approximately 18 µm², chip area about 0.0047 mm², die width 68.8 µm, Final Slew Violations 0, Comb power frac 21.2%, worst path arrival time 4.02 ns, Synth cell types 29, CTS tree done, CTS Buffer Depth 2, routed len/inst 12.8 µm, Setup Viol. Count Final 0, share of layout cells above drive strength 1 approximately 10%, Iter 0 DRT Violations 44, Leak 0.817 nW, ant diodes 0, Rel. slew slack 59.2%, yosys cell count 98, clk root buf clkbuf_8, global route total overflow 0, flops out of synthesis 43, Clk pin slew, worst setup/hold paths 0.07 ns, Yosys top cell by instances edfxtp_1, IO Pins 37, post-synth tally of flip-flops with integrated enable between 40 and 50, Resized Gates After CTS 0, total CTS buffers 5, CP required 4.54 ns, Post-Syn Area about 0.0018 mm², antenna violations before repair 0, max-cap violations 0, Peak VDD IR 210 µV, H-tree Lvls 2, area share, top type 69.0%, final antenna-violating net count 0, power share of the sequential group 53.2%, # fillers about 330, clk latency of the worst-skew pair between 0.3 and 0.4 ns, Synth warnings 1, top cells by count edfxtp_1 (41), inv_1 (6), mux2i_1 (5), mux4_1 (5), first-pass GRT wire length just under 4 mm, switch share 23.9%, Sum Neg Setup Slack 0 ns, buffers added on ports 36, Vias between 900 and 1000, clock skew 0.0594 ns, PD cells 421 mW/mm², DRT Wirelength 2.43 mm, Worst Hold Path Cells 1, Final Hold Viols 0, cell internal pwr approximately 740 µW, top_reg_cell synth edfxtp_1, initial core utilization 43.1%, Crit. End Element flip-flop, postcts setup bufs 0, CP max FO 32, Hold-fix buffers, CTS 0, Global Route Usage Sum 12.6%, Cells after Synth 98, CP startpoint kind flip-flop, largest net degree at the start of global routing 33, Clock power frac 25.5%, placed cell count 181, area grow syn2layout 28.7%, Seq/Total Area, Yosys 71.2%, area leader, netlist edfxtp_1, Core Rows 23, Least-Margin Pin Slew 0.612 ns, RSZ-0062 raised after global routing no, biggest area cells edfxtp_1 (69%), mux4_1 (7.4%), ha_1 (2.8%), vias per cell 4.88, R2R depth 4, switching power 231 µW, GPL Wtd Cong 0.735, clk sink count 43, Yosys chip area 0.00178 mm², HP Class reg -> reg
==> power by group through the flow <==
stage     clock [mW]  combinational [mW]  sequential, mW
4_1_cts        0.258               0.208           0.517
5_1_grt        0.272               0.229           0.521
6_report       0.247               0.205           0.515
==> per-layer routing <==
layer	GRT usage [%]	vias to the layer above	share of wire, %
met5	0	-	0
met4	1.79	0	2.0
met3	5.17	6	8.3
met2	19.1	34	45
met1	19.4	426	45
li1	-	462	-
==> metrics by stage <==
stage	hold WS [ns]	utilization [%]	cell area [µm²]	setup WS (ns)	total power, mW
CTS	0.409	55.4	2300	0.501	0.982
global route	0.442	55.4	2300	0.420	1.02
floorplan	0.385	-	1800	0.278	0.666
global placement	0.396	53.0	2200	0.636	0.734
detailed placement	0.401	53.0	2200	0.558	0.736
finish	0.411	55.4	2300	0.519	0.967
==> layout make-up <==
type                    instances  area [µm²]  share of cell area [%]
clock buffers                   6        72.6                    3.16
inverters                       5        18.8                   0.817
repair buffers                 37         368                    16.0
flip-flops and latches         43        1270                    55.4
multi-input cells              45         474                    20.7
clock inverters                 4        28.8                    1.25
well taps                      50        62.6                    2.72
==> path summary, 6_finish.rpt <==
path	from	end
max	i2s_clk[0]$_SDFF_NP0_	l2c[12]$_DFFE_PP_
min	i2s_clk[0]$_SDFF_NP0_	i2s_clk[0]$_SDFF_NP0_
max reg2reg	i2s_clk[0]$_SDFF_NP0_	l2c[12]$_DFFE_PP_
min reg2reg	i2s_clk[0]$_SDFF_NP0_	i2s_clk[0]$_SDFF_NP0_
==> placed cells by master, fill, tap and decap left out <==
| cell type | instances |
|---|---|
| mux2i_1 | 5 |
| inv_1 | 7 |
| ha_1 | 4 |
| clkbuf_8 | 5 |
| mux4_1 | 5 |
| edfxtp_1 | 41 |
| nor2b_1 | 1 |
| clkbuf_1 | 1 |
| xor2_1 | 2 |
| or2b_1 | 1 |
| buf_4 | 1 |
| mux2_2 | 3 |
| mux4_2 | 1 |
| a32oi_1 | 1 |
| and2b_2 | 1 |
| nand3_1 | 1 |
| clkdlybuf4s50_1 | 36 |
| clkinv_1 | 1 |
| o21ai_1 | 1 |
| nand4_1 | 2 |
| nand2_1 | 4 |
| dfxtp_1 | 2 |
| nor3b_4 | 1 |
| a221oi_1 | 1 |
| nor2_1 | 3 |
| bufinv_8 | 1 |
| xnor2_1 | 4 |
| a31oi_1 | 1 |
| and2_2 | 1 |
| nor3_1 | 1 |
| a22oi_1 | 1 |
==> registers in the layout, summed over array words and instances, names as in the netlist <==
name	count
bck	1
l2c	16
din	1
lrck	1
r2c	16
i2s_clk	2
i2sword	6
==> cells by family after synthesis <==
kind of cell / Yosys count / share of synthesized area, %
multiplexers: 14 / 13.3
adder cells (fa/ha/maj): 4 / 2.81
AND-OR/OR-AND: 5 / 2.03
buffers and inverters: 10 / 2.80
flip-flops: 43 / 71.2
AND/OR/NAND/NOR: 16 / 4.84
XOR/XNOR: 6 / 2.95
==> critical path: stages (launching register included) <==
cell     delay (ns)
dfxtp_1        0.32
inv_1          0.05
ha_1           0.37
nor3b_4        0.25
buf_4          0.38
Power figures rest on the tool's default switching activity, not on a simulated workload.
